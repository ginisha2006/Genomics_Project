`constraint.sdc`:
```
current_design dna_base4_hash

set clk_period 3.6
set clk_io_pct 0.2

create_clock -name clk0 -period $clk_period [get_ports {clk}]

set non_clock_inputs [all_inputs -no_clocks]
set_input_delay [expr $clk_period * $clk_io_pct] -clock clk0 $non_clock_inputs
set_output_delay [expr $clk_period * $clk_io_pct] -clock clk0 [all_outputs]
```
`design.v`:
```
`timescale 1ns / 1ps
module dna_base4_hash (
    input clk,
    input rst,
    input [7:0] char_in,
    output reg [31:0] hash_out,
    output reg done
);
    parameter K = 4;
    parameter BASE = 4;
    reg [3:0] count;
    always @(posedge clk or posedge rst) begin
        if (rst) begin
            hash_out <= 0;
            count <= 0;
            done <= 0;
        end else begin
            if (count < K) begin
                case (char_in)
                    8'd65: hash_out <= hash_out * BASE + 2'd0;  
                    8'd84: hash_out <= hash_out * BASE + 2'd1;  
                    8'd67: hash_out <= hash_out * BASE + 2'd2;  
                    8'd71: hash_out <= hash_out * BASE + 2'd3;  
                    default: hash_out <= hash_out * BASE;
                endcase
                count <= count + 1;
                done <= 0;
            end else begin
                done <= 1;
            end
        end
    end
endmodule
```
`run.sh`:
```
#!/bin/bash
# OpenROAD 26Q1-2900-gdf79404cd8, Yosys 0.63+post, stock flow scripts
make -C /OpenROAD-flow-scripts/flow DESIGN_CONFIG=/design/flow/config.mk WORK_HOME=/design/flow/orfs finish
```
`config.mk`:
```
export PLATFORM = sky130hd
export DESIGN_NAME = dna_base4_hash
export DESIGN_NICKNAME = dna_base4_hash
export VERILOG_FILES = /design/flow/design.v
export SDC_FILE = /design/flow/constraint.sdc
export NUM_CORES = 4
export LEC_CHECK = 1
export CORE_AREA = 10 10 105 105
export DIE_AREA = 0 0 115 115
```
==> out/summary.txt <==
outcome -> finished clean
Clock Skews -> 0.00757 ns
sum of negative setup slack -> 0 ns
NetSw -> 159 uW
Final ANT Viol Nets -> 0
YS chip area -> 1510 um^2
Layout area overhead -> 41.9%
total grt overflow -> 0
Max Fclk -> 527 MHz
Mean Syn Cell Area -> 17.2 um^2
Comb power frac -> 2.9%
Slew @ Worst Pin -> 0.472 ns
share of layout cells above drive strength 1 -> 31.6%
clock root buffer -> clkbuf_8
Levels on crit path -> 1
Crit path arrival time -> 1.18 ns
crit path cell chain -> clkdlybuf4s50_1
worst min-delay path class -> flip-flop to flip-flop
io pins -> 43
initial antenna violation count -> 0
# clock sinks -> 37
Vias -> 860
MI comb area -> 539 um^2
Yosys Warn Count -> 1
CP bufs+invs -> 1
routed vias/inst -> 3.52
Worst-Skew Late Latency -> 0.29 ns
Seq share, synth -> 61.2%
worst-case clock buffer depth -> 2
Crit path max-delay family -> buffers and inverters
Startpoint Class -> flip-flop
die span in y -> 115 um
core area -> 8760 um^2
CP Max Fanout -> 3
final setup fails -> 0
RSZ-0062 raised after global routing -> false
Die ar. -> 13200 um^2
Inserted Clock Buffers -> 5
number of global-route vias before repair -> 959
CTS tree -> yes
first-pass GRT wire length -> 5.31 mm
max_cap viols -> 0
Final Max-Slew Violation Tally -> 0
Final period util -> 52.7%
most numerous logic cell after layout -> clkdlybuf4s50_1
Distinct cells, synth -> 18
cell accounting for the most synthesized area -> dfrtp_1
Synth Flop Type -> dfrtp_1
Synth async-reset ratio -> 100%
Power Internal -> 601 uW
max incr delay on CP -> 0.49 ns
DRT Pass-1 Iters -> 4
sequential cell area -> 926 um^2
Reg2Reg Setup Slack -> 1.90 ns
Critical Path End Type -> primary output
Die Width -> 115 um
DRC -> 0
Top cells excl fill/tap -> 42 x clkdlybuf4s50_1, 37 x dfrtp_1, 26 x mux2_4, 7 x clkbuf_8, 5 x mux2_2
# port buffers -> 42
fp util -> 17.3%
Mapped Area -> 1510 um^2
Max IR drop VDD -> 0.111 mV
kind of critical path -> flip-flop to primary output
RD Place Congestion -> 0.656
largest net degree at the start of global routing -> 38
CTS clk-pin slew, worst paths -> 0.08 ns
wire per inst -> 13.2 um
Routed Wire Length -> 3.21 mm
slew margin rel. -> 68.5%
Tool Warnings -> 25
critical path endpoint -> hash_out[0]
CP Data Required Time -> 2.88 ns
ys cells -> 88
Leak -> 1.04 nW
Final Hold Fails -> 0
Main area contributors -> dfrtp_1 61%, mux2_4 26%, mux2_2 3.7%, buf_6 2.2%, ha_1 0.83%
ant diodes -> 0
gr usage total -> 4.94%
cts repair resizes -> 0
Synth Instances -> 88
Setup crit start -> hash_out[0]
Sw Ratio -> 20.9%
Setup Buffers After CTS -> 0
final setup margin -> 1.70 ns
fin crit period -> 1.90 ns
Top cell area share -> 61.2%
num rows -> 34
Clk pwr share -> 42.3%
fillers -> 937
worst slack, placed -> 1.75 ns
count of library flops with an enable pin -> 0
power share of the sequential group -> 54.8%
FF-to-FF End -> hash_out[28]
H-tree depth -> 2
r2r worst-path depth -> 4
DRT iter0 DRCs -> 23
origin of the critical flop-to-flop path -> count[3]
Synth Register Bits -> 37
Detailed Place HPWL -> 2.32 mm
Pwr Density -> 354 nW/um^2
CP max-delay cell -> clkdlybuf4s50_1
CTS Hold Buffers Added -> 0
## state kept, by name, indices dropped and copies added (netlist names)
signal	flops
done	1
hash_out	32
count	4
## how the worst min path moves through the flow
stage,startpoint,endpoint,slack (ns),cells past startpoint
after global routing,count[3],count[3],0.47,0
after CTS,count[3],count[3],0.46,0
final,count[3],count[3],0.46,0
## per-layer routing
layer / share of wire [%] / vias to the layer above / track usage [%]
met5: 0 / - / 0
met4: 0.97 / 0 / 0.578
met3: 12 / 5 / 3.06
met2: 43 / 32 / 7.13
met1: 44 / 425 / 6.40
li1: - / 398 / -
## synth_stat cells (2+ instances only)
library cell	instances
buf_6	3
dfrtp_1	37
inv_1	2
mux2_2	5
mux2_4	26
nand2_1	2
nand3_1	2
## power groups by stage
stage	Sequential, mW	Combinational [mW]	Clock, mW
global route	0.416	0.0250	0.356
CTS	0.416	0.0233	0.337
finish	0.416	0.0223	0.321
## stage by stage
stage               instance area (um^2)  cells  util (%)  hold slack, ns  power [mW]
floorplan                           1510     88         -           0.439       0.433
global placement                    2050    236      23.4           0.440       0.447
detailed placement                  2050    236      23.4           0.443       0.448
CTS                                 2150    244      24.5           0.464       0.776
global route                        2150    244      24.5           0.471       0.797
finish                              2150    244      24.5           0.457       0.759
## kinds of logic (layout without fill, tap and decap cells)
family,count (synthesis),after routing,synth area share (%)
muxes,31,31,29.5
xor gates and xnor gates,1,1,0.579
and+or+nand+nor,8,8,3.31
DFF,37,37,61.2
adders and majority gates,1,1,0.826
buffers and inverters,7,55,3.22
AOI/OAI and AO/OA,3,3,1.40
## layout make-up
class	instances	area share (%)
Inverter	3	0.524
Clock buffer	7	4.48
Timing Repair Buffer	44	20.3
Tap cell	108	6.29
Clock inverter	1	0.233
Multi-Input combinational cell	44	25.1
Sequential cell	37	43.1
Power is estimated from default activity; no workload was simulated.
