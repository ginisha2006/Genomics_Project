## run.sh

```bash
#!/bin/bash
# OpenROAD 26Q1-2900-gdf79404cd8, Yosys 0.63+post, stock flow scripts
make -C /OpenROAD-flow-scripts/flow DESIGN_CONFIG=/design/flow/config.mk WORK_HOME=/design/flow/orfs finish
```

## constraint.sdc

```tcl
current_design rolling_hash

set clk_period 9.8
set clk_io_pct 0.2

create_clock -name clk0 -period $clk_period

set non_clock_inputs [all_inputs -no_clocks]
set_input_delay [expr $clk_period * $clk_io_pct] -clock clk0 $non_clock_inputs
set_output_delay [expr $clk_period * $clk_io_pct] -clock clk0 [all_outputs]
```

## design.v

```verilog
`timescale 1ns / 1ps
module rolling_hash (
    input wire [31:0] prev_hash,
    input wire [7:0] out_char,
    input wire [7:0] in_char,
    output reg [31:0] new_hash
);
    parameter BASE = 4;
    parameter K = 4;
    localparam BASE_POW = 64;  
    reg [1:0] out_val, in_val;
    always @(*) begin
        case (out_char)
            8'd65: out_val = 2'd0;
            8'd84: out_val = 2'd1;
            8'd67: out_val = 2'd2;
            8'd71: out_val = 2'd3;
            default: out_val = 2'd0;
        endcase
        case (in_char)
            8'd65: in_val = 2'd0;
            8'd84: in_val = 2'd1;
            8'd67: in_val = 2'd2;
            8'd71: in_val = 2'd3;
            default: in_val = 2'd0;
        endcase
        new_hash = (prev_hash - (out_val * BASE_POW)) * BASE + in_val;
    end
endmodule
```

## config.mk

```make
export PLATFORM = sky130hd
export DESIGN_NAME = rolling_hash
export DESIGN_NICKNAME = rolling_hash
export VERILOG_FILES = /design/flow/design.v
export SDC_FILE = /design/flow/constraint.sdc
export NUM_CORES = 4
export LEC_CHECK = 1
export CORE_AREA = 10 10 78 78
export DIE_AREA = 0 0 88 88
```

==> impl_metrics.toml <==
# generated from flow reports
[worst_setup_path]
critPathCaptureType = "output pin"
crit_top_cell = "clkdlybuf4s50_1"
critPathKind = "input port to output pin"
worst_path_largest_cell_delay_ps = 490
critical_path.top_delay_family = "simple AND/OR/NAND/NOR gates"
required_ps = 7840
crit_path_start_kind = "input port"
path_buffers = 3
crit_fanout = 5
slowest_stage = "clkdlybuf4s50_1"
worstPathArrival_ps = 5240
cp_cell_sequence = "clkdlybuf4s50_1, nor4b_1, nand2_1, nor2_1, ha_1, inv_1, fa_1, nor4_1, and4b_2, nand3_1, xnor2_1, clkdlybuf4s50_1"

[detailed_routing]
wire_per_inst_um = 12.4
route.met2.wl_mm = 1.12
first_pass_iters = 4
route.antenna.remaining_nets = 0
drt_iter0_drc = 21
wirelength_mm = 2.48
antenna_cells = 0
met1_length_um = 944
via_per_inst = 4.02
top_layer = "met3"
drc = 0
route.met3.wl_um = 417
vias = 804

[synth]
synth.avg_cell_area_um2 = 6.82
ys_cells = 89
yosys_warnings = 1
yosys_area_um2 = 607
synth_area_um2 = 607
netlist.area_leader.share_pct = 20.2
yosys.cell_types.count = 27
synth_cells = 89
ys_seq_share_pct = 0
topCellsByArea = "xnor2_1 20%, buf_4 8.7%, nand2_1 8.7%"
top_cells_by_count = "14 x nand2_1, 14 x nor2_1, 14 x xnor2_1"
top_area_cell = "xnor2_1"

[sta]
tightest_slew_ps = 507
rsz0062_at_grt = "no"
setup_viol = 0
relSlewSlack_pct = 66.0
slew_viol_final = 0
period_used_pct = 73.5
finalCriticalPeriod_ps = 7200
hold_viol_final = 0
tns_ps = 0
fmax_ghz = 0.139

[global_routing]
grt_use_total_pct = 5.88
grt_pass1_vias = 825
overflow = 0
antenna_found_initial = 0
grt_max_degree = 9
grt_pass1_wl_mm = 3.84

[floorplanning]
fp_util_pct = 13.7
num_io_pins = 80
die_h_um = 88
die_w_um = 88
dieArea_um2 = 7740
rows = 24
core_area_um2 = 4410

[pwr]
power.density_nw_per_um2 = 30.0
power.leakage_nw = 0.449
peakVddDrop_v = 0.0000101
p_total_mw = 0.0384

[min_path]
hp-class = "input port to output pin"

[run]
cap_viol_max_count = 0
warnings = 34

[place]
gp_congestion = 0.765
dp_hpwl_mm = 2.22
numPortBuffers = 66

[finish]
layout-drive-gt1-share_pct = 3.38
regArea_um2 = 0
area_delta_synth_final_pct = 111
seq_cell_count = 0
clkbuf_count = 0
n_fill_cell = 475

[clocking]
postCtsSetupBuffers = 0
postCtsResizedCells = 0
cts_hold_buf = 0

[run_status]
status = "finished, final reports clean"
[stage by stage]
stage / setup slack [ps] / hold WS, ps / utilization [%] / std cells / area [um^2]
final: 2600 / 3920 / 29.0 / 200 / 1280
after global routing: 2280 / 3920 / 29.0 / 200 / 1280
after CTS: 2530 / 3920 / 29.0 / 200 / 1280
after detailed placement: 2540 / 3920 / 29.0 / 200 / 1280
after global placement: 2550 / 3920 / 29.0 / 200 / 1280
after floorplan: 3880 / 3940 / - / 89 / 607
[report_power, final]
group          internal (mW)  switching, mW
sequential                 0              0
clock                      0              0
combinational         0.0276         0.0108
total                 0.0276         0.0108
[logic make-up (layout without fill, tap and decap cells)]
group / count (synthesis) / count (layout) / synth area share, %
compound gates: 6 / 6 / 7.42
simple gates: 49 / 49 / 45.2
xor+xnor: 20 / 20 / 28.9
buf+inv: 11 / 70 / 11.1
fa+ha+maj: 3 / 3 / 7.42
[area by class of cell]
type / count / area [um^2] / share of cell area, %
well taps: 52 / 65.1 / 5.08
inverters: 4 / 15.0 / 1.17
multi-input cells: 78 / 539 / 42.1
repair buffers: 66 / 661 / 51.6
[metal layers]
| layer | vias to the layer above | global-route usage [%] |
|---|---|---|
| met2 | 42 | 9.72 |
| met5 | - | 0 |
| met3 | 0 | 3.18 |
| met4 | 0 | 0.145 |
| met1 | 341 | 6.95 |
| li1 | 421 | - |
[final timing paths]
check / startpoint / end / slack (ps) / cells after the start
worst max-delay path: out_char[3] / new_hash[30] / 2600 / 12
worst min-delay path: prev_hash[0] / new_hash[2] / 3920 / 0
[cells in the final DEF, fill, tap and decap left out]
master            n
clkdlybuf4s50_1  66
nor2_1           14
nand2_1          14
xnor2_1          14
xor2_1            6
inv_1             4
nor4_1            3
nand3_1           3
a21oi_1           2
nor4b_1           2
nand4b_1          2
nand3b_1          2
ha_1              2
nor4_2            1
o2111a_1          1
and2b_1           1
or4_4             1
nor3_4            1
nor3_1            1
nand4_1           1
and4b_2           1
nand2b_2          1
o41ai_1           1
a211oi_1          1
o31ai_1           1
nor2b_1           1
fa_1              1
